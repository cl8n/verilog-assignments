[flow/run.sh]
#!/bin/bash
# OpenROAD 26Q1-2900-gdf79404cd8, Yosys 0.63+post, stock flow scripts
make -C /OpenROAD-flow-scripts/flow DESIGN_CONFIG=/design/flow/config.mk WORK_HOME=/design/flow/orfs finish
[flow/config.mk]
export PLATFORM = sky130hd
export DESIGN_NAME = assignment6_part1
export DESIGN_NICKNAME = assignment6_part1
export VERILOG_FILES = /design/flow/design.v
export SDC_FILE = /design/flow/constraint.sdc
export NUM_CORES = 4
export LEC_CHECK = 1
export CORE_UTILIZATION = 40
[flow/constraint.sdc]
current_design assignment6_part1

set clk_period 19.2
set clk_io_pct 0.2

create_clock -name clk0 -period $clk_period [get_ports {clk}]

set non_clock_inputs [all_inputs -no_clocks]
set_input_delay [expr $clk_period * $clk_io_pct] -clock clk0 $non_clock_inputs
set_output_delay [expr $clk_period * $clk_io_pct] -clock clk0 [all_outputs]
[flow/design.v]
module assignment6_part1 (
	output reg [15:0] result,
	input wire [7:0] character,
	input wire enable_character,
	input wire clk,
	input wire rst
);
	wire parsed_turn;
	wire signed [15:0] amount;
	parser m_parser (parsed_turn, amount, character, enable_character, clk, rst);
	reg signed [15:0] dial;
	reg signed [15:0] s_dial_signed;
	reg [15:0] s_dial;
	reg [15:0] s_result;
	always @* begin
		s_dial_signed = (dial + amount) % 100;
		s_dial = s_dial_signed < 0 ? s_dial_signed + 100 : s_dial_signed;
		s_result = s_dial == 0 ? result + 1 : result;
	end
	always @(posedge clk) begin
		if (rst) begin
			dial <= 50;
			result <= 0;
		end else if (parsed_turn) begin
			dial <= s_dial;
			result <= s_result;
		end
	end
endmodule
module assignment6_part2 (
	output reg [15:0] result,
	input wire [7:0] character,
	input wire enable_character,
	input wire clk,
	input wire rst
);
	wire parsed_turn;
	wire signed [15:0] amount;
	parser m_parser (parsed_turn, amount, character, enable_character, clk, rst);
	reg signed [15:0] dial;
	reg signed [15:0] s_dial_signed;
	reg [15:0] s_dial;
	reg [15:0] s_result;
	reg [15:0] s_amount_unsigned;
	reg s_zero_hit_after_mod_100;
	always @* begin
		s_dial_signed = (dial + amount) % 100;
		s_dial = s_dial_signed < 0 ? s_dial_signed + 100 : s_dial_signed;
		s_amount_unsigned = amount < 0 ? -amount : amount;
		s_zero_hit_after_mod_100 =
			(amount < 0 && s_amount_unsigned % 100 >= dial && dial != 0) ||
			(amount >= 0 && s_amount_unsigned % 100 + dial >= 100);
		s_result = result + s_amount_unsigned / 100 + s_zero_hit_after_mod_100;
	end
	always @(posedge clk) begin
		if (rst) begin
			dial <= 50;
			result <= 0;
		end else if (parsed_turn) begin
			dial <= s_dial;
			result <= s_result;
		end
	end
endmodule
module parser (
	output wire parsed_turn,
	output wire signed [15:0] amount,
	input wire [7:0] character,
	input wire enable_character,
	input wire clk,
	input wire rst
);
	localparam L = 0;
	localparam R = 1;
	assign parsed_turn = character == "\n" && enable_character;
	assign amount = s_amount;
	reg direction;
	reg [15:0] abs_amount;
	reg s_direction;
	reg [15:0] s_abs_amount;
	reg signed [15:0] s_amount;
	always @* begin
		case (character)
			"L": s_direction = L;
			"R": s_direction = R;
			default: s_direction = direction;
		endcase
		case (character)
			"L",
			"R": s_abs_amount = abs_amount;
			default:
				if (character >= "0" && character <= "9")
					s_abs_amount = abs_amount * 10 + character - "0";
				else
					s_abs_amount = 0;
		endcase
		case (direction)
			L: s_amount = -abs_amount;
			R: s_amount = abs_amount;
		endcase
	end
	always @(posedge clk) begin
		if (rst)
			abs_amount <= 0;
		else if (enable_character) begin
			direction <= s_direction;
			abs_amount <= s_abs_amount;
		end
	end
endmodule
==> reports/results.tsv <==
metric	value	unit
die_h	140.8	um
finClkSkew	0.003705	ns
arrival	13.58	ns
edf_count	1	
fmax	74.62	MHz
drive_gt1_share	7.033	%
grt_max_degree	46	
io_pins	27	
leakagePower	3.257	nW
cts_buffers	5	
ys_chip_area	7706	um^2
ys_cells	1021	
max-vdd-ir-drop	37.56	uV
synthArstFlopShare	0	%
drc	0	
core_area	18770	um^2
end_kind	flip-flop	
warnings	25	
vias	7414	
routed_wl	18.53	mm
syn_avg_cell_area	7.548	um^2
max-cap-violations	0	
diodes	0	
worstPathMaxFanout	11	
initCoreUtil	41.06	%
tightest_slew	0.8722	ns
period_used_share	69.80	%
synth_area	7706	um^2
cts_resized	0	
slowest_delay	0.68	ns
period_needed	13.40	ns
gr-usage-all-layers	19.34	%
h-tree-depth	2	
postRouteAntennaNets	0	
first_pass_iters	7	
slew_headroom	41.36	%
routed_via_density	5.829	
cts_sinks	49	
drt_iter0_drc	371	
clock.latency.late_pin	0.29	ns
min_path_type	flip-flop to flip-flop	
yosys_warnings	2	
flop_area	991.0	um^2
hold_viol	0	
dpl.hpwl	14.77	mm
grt_pass1_wl	32.22	mm
cts_root_buf	clkbuf_16	
yosysTopAreaCellShare	12.47	%
numPortBuffers	26	
rsz0062_at_grt	false	
topCellsByArea	dfxtp_1 (12%), ha_1 (10%), a21oi_1 (5.8%)	
preCtsSetupSlack	5.871	ns
hold_buffers	0	
crit_path_start_kind	flip-flop	
setup_tns	0	ns
wl_per_cell	14.57	um
worst_slack	5.798	ns
comb_area	6402	um^2
crit_type	flip-flop to flip-flop	
num_rows	50	
die-width	140.8	um
setup_viol	0	
overflow	0	
place_congestion	0.9699	
chipArea	19820	um^2
ys.flops	49	
status	completed	
synth.distinct_cells	110	
top_area_cell	dfxtp_1	
synth_top_flop_cell	dfxtp_1	
first_global_vias	6828	
p_per_area	65.78	nW/um^2
synth_cells	1021	
antenna_found_initial	0	
crit_slowest_cell	mux2i_1	
clk_path_buf_depth	2	
critPathRequiredTime	19.38	ns
slew_violations	0	
cts_tree	done	
syn2layout_area_growth	8.410	%
holdWs	0.4611	ns
synth_seq_share	12.86	%
clkSlewWorstSetupHoldPaths	0.06	ns
post-cts-setup-buffers	0	
fill_cells	1892	
==> area by class of cell <==
cell class | instances | area share (%)
Clock inverter | 1 | 0.05991
Clock buffer | 6 | 1.543
Timing Repair Buffer | 37 | 4.104
Sequential cell | 49 | 11.86
Multi-Input combinational cell | 894 | 76.64
Tap cell | 234 | 3.505
Inverter | 51 | 2.291
==> path summary, 6_finish.rpt <==
path                                        from                      end  cells after the start  slack, ns
max          m_parser.abs_amount[2]$_SDFFE_PP0P_  result[15]$_SDFFE_PP0P_                     41       5.80
min                         dial[2]$_SDFFE_PP0P_     dial[2]$_SDFFE_PP0P_                      2       0.46
max reg2reg  m_parser.abs_amount[2]$_SDFFE_PP0P_  result[15]$_SDFFE_PP0P_                     41       5.80
min reg2reg                 dial[2]$_SDFFE_PP0P_     dial[2]$_SDFFE_PP0P_                      2       0.46
==> power breakdown <==
group          switching (mW)  internal [mW]  total [mW]
clock network          0.0358         0.0474      0.0832
logic                   0.229          0.134       0.364
registers            0.000435          0.102       0.103
==> synth_stat cells, types with 14 or more instances <==
| library cell | instances |
|---|---|
| a21o_1 | 17 |
| a21oi_1 | 90 |
| a22oi_1 | 18 |
| a31oi_1 | 16 |
| and2_1 | 14 |
| clkbuf_1 | 16 |
| dfxtp_1 | 48 |
| ha_1 | 64 |
| inv_1 | 51 |
| nand2_1 | 74 |
| nand3_1 | 38 |
| nand4_1 | 17 |
| nor2_1 | 96 |
| nor3_1 | 30 |
| nor4_1 | 17 |
| o211ai_1 | 18 |
| o21ai_0 | 39 |
| o21bai_1 | 16 |
| xnor2_1 | 51 |
| xor2_1 | 45 |
==> through the flow <==
stage               utilization, %  area [um^2]  cells  total power [mW]
CTS                          44.51         8354   1272            0.5494
finish                       44.51         8354   1272            0.5495
detailed placement           43.80         8220   1265            0.4634
floorplan                        -         7706   1021            0.3977
global placement             43.80         8220   1265            0.4667
global route                 44.51         8354   1272            0.5965
==> sequential cells by signal, indices dropped and copies added, names as in the netlist <==
| signal | flops |
|---|---|
| m_parser.abs_amount | 16 |
| m_parser.direction | 1 |
| result | 16 |
| dial | 16 |
==> worst max-delay path, delay by kind of cell, from the launching register on <==
kind / cells / cell delay [ns]
AND/OR/NAND/NOR: 15 / 4.82
AND-OR/OR-AND: 17 / 4.81
XOR/XNOR: 4 / 1.42
multiplexers: 2 / 1.01
adder cells (fa/ha/maj): 2 / 0.70
flip-flops: 1 / 0.37
buffers and inverters: 1 / 0.11
==> layout by cell type (no fill, tap or decap), types with 26 or more instances in the layout <==
cell type        instances
a21oi_1                 90
xnor2_1                 51
nor2_1                  96
nand2_1                 74
o21ai_0                 39
ha_1                    64
nand3_1                 38
dfxtp_1                 48
nor3_1                  30
xor2_1                  45
inv_1                   51
clkdlybuf4s50_1         26
==> layer usage <==
metal	part of all wire [%]	global-route usage, %	routed length [um]	up-vias
met5	0	0	0	-
met4	1.0	1.888	189	0
met3	3.1	1.073	581	15
met2	46	31.61	8483	156
met1	50	29.38	9281	3336
li1	-	-	-	3907
==> cell families (layout without fill, tap and decap cells) <==
logic type | Yosys count | in the layout | share of synthesized area (%)
XOR/XNOR | 98 | 98 | 11.33
flip-flops | 49 | 49 | 12.86
AND/OR/NAND/NOR | 364 | 364 | 24.31
AND-OR/OR-AND | 344 | 344 | 33.22
multiplexers | 20 | 20 | 2.923
buffers and inverters | 78 | 95 | 4.059
adder cells (fa/ha/maj) | 68 | 68 | 11.30
No activity file was given, so power comes from the tool's default toggle rates.
