$ cat design.v
module assignment3 (
	output wire [8:0] out,
	input wire [7:0] in,
	input wire [1:0] op,
	input wire clock
);
	reg [8:0] out_register; assign out = out_register;
	reg [7:0] in_register;
	function [8:0] count_ones (input [7:0] in);
		begin
			count_ones = 0;
			for (integer i = 0; i < 8; i = i + 1) begin
				count_ones = count_ones + in[i];
			end
		end
	endfunction
	always @ (posedge clock) begin
		in_register <= in;
		case (op)
			0: out_register <= in_register;
			1: out_register <= in_register + 2;
			2: out_register <= in_register * 2;
			3: out_register <= count_ones(in_register);
		endcase
	end
endmodule
$ cat run.sh
#!/bin/bash
# OpenROAD 26Q1-2900-gdf79404cd8, Yosys 0.63+post, stock flow scripts
make -C /OpenROAD-flow-scripts/flow DESIGN_CONFIG=/design/flow/config.mk WORK_HOME=/design/flow/orfs finish
$ cat config.mk
export PLATFORM = sky130hd
export DESIGN_NAME = assignment3
export DESIGN_NICKNAME = assignment3
export VERILOG_FILES = /design/flow/design.v
export SDC_FILE = /design/flow/constraint.sdc
export NUM_CORES = 4
export LEC_CHECK = 1
export CORE_AREA = 10 10 84 84
export DIE_AREA = 0 0 94 94
$ cat constraint.sdc
current_design assignment3

set clk_period 2.6
set clk_io_pct 0.2

create_clock -name clk0 -period $clk_period [get_ports {clock}]

set non_clock_inputs [all_inputs -no_clocks]
set_input_delay [expr $clk_period * $clk_io_pct] -clock clk0 $non_clock_inputs
set_output_delay [expr $clk_period * $clk_io_pct] -clock clk0 [all_outputs]
==> flow_metrics.env <==
# source this file to load flow results
export IMPL_fin_crit_ps=3090
export IMPL_timing_rr_end="out_register[2]"
export IMPL_top_cell_area_share=0.422
export IMPL_clkSinkCount=17
export IMPL_grt_pass1_wl_mm=3.21
export IMPL_start_kind="flop"
export IMPL_drv_cap=0
export IMPL_grt_antenna_before_repair=0
export IMPL_path_cells="fa_1, inv_1, fa_1, fa_1, inv_2, ha_4, inv_2, fa_2, xnor2_1, mux4_2"
export IMPL_peakVddDrop_mv=0.164
export IMPL_drcViolationCount=0
export IMPL_grt_ovfl_total=0
export IMPL_yosysTopAreaCell="dfxtp_1"
export IMPL_n_antenna_cell=0
export IMPL_hold_path_class="reg -> reg"
export IMPL_status="finished, violations left"
export IMPL_adder_share=0.161
export IMPL_dieArea_mm2=0.00884
export IMPL_slowest_stage="fa_1"
export IMPL_rows=26
export IMPL_numCtsBuffers=3
export IMPL_cts_buffer_depth=2
export IMPL_insertion_delay_ps=250
export IMPL_topCellsByArea="dfxtp_1 (42%), fa_1 (9.9%), ha_1 (6.2%), mux2i_1 (6.2%), inv_1 (5.1%)"
export IMPL_syn2layout_area_growth_pct=51.9
export IMPL_ioPinCount=20
export IMPL_reg2regPathDepth=10
export IMPL_finalHoldViolCount=0
export IMPL_maxSlewViolCount=0
export IMPL_hp_start="in_register[7]"
export IMPL_synthTopLogicFamily="adder cells"
export IMPL_hold_slack_ps=551
export IMPL_worstPathRequired_ps=2730
export IMPL_worstMarginPinSlew_ps=297
export IMPL_dp_final_hpwl_mm=1.47
export IMPL_synthXorXnorAreaFrac=0.0217
export IMPL_clock_root_buffer="clkbuf_8"
export IMPL_clkTransAtPathRegs_ps=70
export IMPL_die_y_um=94
export IMPL_violations="setup timing"
export IMPL_avgSynthCellArea_um2=10.3
export IMPL_ys_cells=78
export IMPL_hold_depth=2
export IMPL_critical_path_class="reg -> reg"
export IMPL_skew_ps=8.20
export IMPL_holdPathEnd="out_register[8]"
export IMPL_edf_count=0
export IMPL_max_stage_delay_ps=530
export IMPL_grt_usage=0.0449
export IMPL_arrival_ps=3220
export IMPL_mux_share=0.0947
export IMPL_rrSetupSlack_ps=-490
export IMPL_synth_async_reset_ratio=0
export IMPL_grt_pass1_vias=697
export IMPL_synth_flops=17
export IMPL_r2r_start="in_register[0]"
export IMPL_synthAoiAreaFrac=0.120
export IMPL_cts_htree_levels=1
export IMPL_synth_cellmix_simpleShare=0.106
export IMPL_log_warning_count=28
export IMPL_cts_tree="yes"
export IMPL_viasPerCell=3.52
export IMPL_leakagePower_nw=0.496
export IMPL_synthFlopType="dfxtp_1"
export IMPL_drt_total_wl_mm=1.91
export IMPL_finalWorstSetupSlack_ps=-487
export IMPL_wl_per_cell_um=10.7
export IMPL_core_area_mm2=0.00520
export IMPL_yosys_stat_seqShare=0.422
export IMPL_synth_distinct_cells=26
export IMPL_finalSetupViolations=3
export IMPL_synthCells=78
export IMPL_fp_utilization=0.155
export IMPL_final_util=0.235
export IMPL_first_pass_iters=2
export IMPL_power_mw=0.698
export IMPL_endpoint_kind="flop"
export IMPL_critPathMostFrequentCell="fa_1"
export IMPL_yosysMostFrequentCell="dfxtp_1"
export IMPL_drt_initial_drc_count=77
export IMPL_period_used=1.19
export IMPL_top_cells_by_count="dfxtp_1 (17), inv_1 (11), mux2i_1 (5)"
export IMPL_hold_buffers=0
export IMPL_vias=627
export IMPL_postRouteAntennaNets=0
export IMPL_gp_congestion=0.858
export IMPL_grt_max_degree=13
export IMPL_rsz0062_at_grt="true"
export IMPL_max_freq_mhz=324
export IMPL_power_density_mw_per_mm2=571
export IMPL_slew_headroom=0.802
export IMPL_drive_above_1_share=0.204
export IMPL_cp_max_fo=2
export IMPL_port_buffer_count=19
export IMPL_fp_dieW_um=94
export IMPL_yosys_warnings=1
export IMPL_netlist_area_um2=806
export IMPL_yosysChipArea_um2=806
==> power by group <==
part	internal (mW)	switching [mW]	total, mW
combinational	0.121	0.0815	0.203
clock	0.109	0.0916	0.200
sequential	0.284	0.0113	0.296
==> registers in the layout (all words and copies together), names as in the netlist <==
name and count:
out_register 9, in_register 8
==> metal layers <==
| layer | GRT usage | routed length, um |
|---|---|---|
| met1 | 0.0605 | 900 |
| met2 | 0.0685 | 805 |
| met3 | 0.0129 | 143 |
| met4 | 0.0127 | 62 |
| met5 | 0 | 0 |
==> how the worst max path moves through the flow <==
| stage | startpoint | endpoint | slack (ps) | depth (start not counted) |
|---|---|---|---|---|
| final | in_register[0] | out_register[2] | -490 | 10 |
| after CTS | in_register[0] | out_register[2] | -500 | 10 |
| after global routing | in_register[0] | out_register[2] | -610 | 10 |
==> cells by family (layout without fill, tap and decap cells) <==
group,count (synthesis),count (layout)
simple gates,16,16
fa+ha+maj,8,8
mux,6,6
buf+inv,15,45
xor+xnor,2,2
compound gates,14,14
flops,17,17
==> cell type report <==
cell class / count / area, um2
flip-flops and latches: 17 / 343
fillers: 572 / 3980
repair buffers: 29 / 269
well taps: 70 / 87.6
multi-input cells: 46 / 434
inverters: 12 / 45.0
clock buffers: 4 / 45.0
==> metrics by stage <==
| stage | area (um2) | setup WS, ps | instances | setup TNS (ps) |
|---|---|---|---|---|
| after global placement | 1130 | -490 | 172 | -759 |
| after CTS | 1180 | -497 | 177 | -789 |
| after detailed placement | 1130 | -528 | 172 | -836 |
| final | 1220 | -487 | 178 | -767 |
| after global routing | 1220 | -607 | 178 | -1130 |
| after floorplan | 810 | -465 | 78 | -676 |
==> critical path, delay by kind of cell (launching register included) <==
kind | cells | cell delay (ps)
mux | 1 | 440
flops | 1 | 330
xor+xnor | 1 | 130
fa+ha+maj | 5 | 1890
buf+inv | 3 | 180
==> repair_timing <==
action                                  in CTS  in global routing
endpoints found under the setup margin       3                  3
setup buffers                                1                  1
gates cloned                                 0                  0
pin swaps                                    1                  2
gates resized                                5                  6
==> cells in the final DEF, fill, tap and decap left out, drive strengths merged <==
cell type      netlist  final
o21ai                4      4
o41ai                1      1
nand2                2      2
a311o                1      1
fa                   4      4
buf                  3     10
clkbuf               0      4
o22ai                2      2
o32a                 1      1
or4                  1      1
nor3                 1      1
a21o                 1      1
nand3                4      4
mux4                 1      1
a32o                 1      1
o21bai               1      1
nand4                2      2
clkdlybuf4s50        0     19
xnor2                2      2
clkinv               1      1
nor2                 2      2
or3                  2      2
a21oi                2      2
mux2i                5      5
nand2b               2      2
ha                   4      4
dfxtp               17     17
inv                 11     11
Power and IR drop assume default switching activity.
